--- flow/design.v ---
module polyphase_fir_decimator_63tap #(
    parameter int DECIMATION_FACTOR = 9,
    parameter int TAP_LEN_ORIG      = 63,
    parameter int DATA_WIDTH        = 16,
    parameter int COEF_WIDTH        = 16
)(
    input  logic clk,
    input  logic rst,
    input  logic din_valid,
    output logic dout_valid,
    input  logic signed [DATA_WIDTH-1:0] din,
    output logic signed [DATA_WIDTH-1:0] dout
);
    localparam TAP_LEN_PADDED = TAP_LEN_ORIG;
    localparam SUB_TAP_LEN = TAP_LEN_PADDED / DECIMATION_FACTOR;
    localparam int mul_width = DATA_WIDTH + COEF_WIDTH;
    localparam int sub_acc_width = mul_width + $clog2(SUB_TAP_LEN);  
    localparam int final_acc_width = sub_acc_width + $clog2(DECIMATION_FACTOR);  
    localparam signed [DATA_WIDTH-1:0] MAX_VAL = (1 << (DATA_WIDTH - 1)) - 1;
    localparam signed [DATA_WIDTH-1:0] MIN_VAL = -(1 << (DATA_WIDTH - 1));
    localparam logic signed [COEF_WIDTH-1:0] fir_coef [TAP_LEN_ORIG-1:0] = '{
        16'd51,   16'd38,   16'd51,   16'd67,   16'd86,   16'd108,  16'd133,  16'd161,  16'd192,  16'd226, 
        16'd263,  16'd302,  16'd344,  16'd389,  16'd435,  16'd483,  16'd532,  16'd581,  16'd630,  16'd679, 
        16'd727,  16'd773,  16'd817,  16'd858,  16'd896,  16'd929,  16'd959,  16'd984,  16'd1003, 16'd1017, 
        16'd1026, 16'd1029, 16'd1026, 16'd1017, 16'd1003, 16'd984,  16'd959,  16'd929,  16'd896,  16'd858, 
        16'd817,  16'd773,  16'd727,  16'd679,  16'd630,  16'd581,  16'd532,  16'd483,  16'd435,  16'd389, 
        16'd344,  16'd302,  16'd263,  16'd226,  16'd192,  16'd161,  16'd133,  16'd108,  16'd86,   16'd67, 
        16'd51,   16'd38,   16'd51
    };
    typedef logic signed [COEF_WIDTH-1:0] T_SubFilterCoefs[SUB_TAP_LEN-1:0];
    typedef T_SubFilterCoefs T_PolyCoefs[DECIMATION_FACTOR-1:0];
    localparam T_PolyCoefs poly_coefs = get_poly_coefs();
    function automatic T_PolyCoefs get_poly_coefs();
        T_PolyCoefs temp_coefs;  
        for (int i = 0; i < DECIMATION_FACTOR; i++) begin
            for (int j = 0; j < SUB_TAP_LEN; j++) begin
                temp_coefs[i][j] = fir_coef[j * DECIMATION_FACTOR + i];
            end
        end
        return temp_coefs;
    endfunction
    logic [$clog2(DECIMATION_FACTOR)-1:0] input_cnt;
    logic signed [DATA_WIDTH-1:0] sr_bank [DECIMATION_FACTOR-1:0][SUB_TAP_LEN-1:0];
    logic calc_trigger;
    always_ff @(posedge clk) begin
        if (rst) begin
            input_cnt <= '0;
            for (int i = 0; i < DECIMATION_FACTOR; i++) begin
                for (int j = 0; j < SUB_TAP_LEN; j++) begin
                    sr_bank[i][j] <= '0;
                end
            end
        end else if (din_valid) begin
            for (int j = SUB_TAP_LEN - 1; j > 0; j--) begin
                sr_bank[input_cnt][j] <= sr_bank[input_cnt][j-1];
            end
            sr_bank[input_cnt][0] <= din;
            if (input_cnt == DECIMATION_FACTOR - 1) begin
                input_cnt <= '0;
            end else begin
                input_cnt <= input_cnt + 1;
            end
        end
    end
    always_ff @(posedge clk) begin
        if (rst) calc_trigger <= 1'b0;
        else     calc_trigger <= (din_valid && input_cnt == DECIMATION_FACTOR - 1);
    end
    logic signed [sub_acc_width-1:0] sub_filter_out [DECIMATION_FACTOR-1:0];
    generate
        genvar k;
        for (k = 0; k < DECIMATION_FACTOR; k = k + 1) begin : sub_fir_mac
            logic signed [DATA_WIDTH-1:0] sr_bank_reg [SUB_TAP_LEN-1:0];
            logic signed [sub_acc_width-1:0] mac_pipe_acc;
            logic calc_trigger_pipe;
            always_ff @(posedge clk) begin
                if (calc_trigger) begin
                    for (int i = 0; i < SUB_TAP_LEN; i = i + 1) begin
                        sr_bank_reg[i] <= sr_bank[k][i];
                    end
                end
            end
            always_ff @(posedge clk) begin
                if (rst) begin
                    mac_pipe_acc      <= '0;
                    calc_trigger_pipe <= 1'b0;
                end else begin
                    calc_trigger_pipe <= calc_trigger;
                    if (calc_trigger) begin
                        automatic logic signed [sub_acc_width-1:0] sum = '0;
                        for (int tap = 0; tap < 4; tap++) begin
                            sum += sr_bank_reg[tap] * poly_coefs[k][tap];
                        end
                        mac_pipe_acc <= sum;
                    end
                end
            end
            always_ff @(posedge clk) begin
                if (rst) begin
                    sub_filter_out[k] <= '0;
                end else if (calc_trigger_pipe) begin
                    automatic logic signed [sub_acc_width-1:0] sum = mac_pipe_acc;
                    for (int tap = 4; tap < SUB_TAP_LEN; tap++) begin
                        sum += sr_bank_reg[tap] * poly_coefs[k][tap];
                    end
                    sub_filter_out[k] <= sum;
                end
            end
        end
    endgenerate
    logic signed [sub_acc_width+0:0] sum_stage1 [4:0];
    logic signed [sub_acc_width+1:0] sum_stage2 [2:0];
    logic signed [sub_acc_width+2:0] sum_stage3 [1:0];
    logic signed [final_acc_width-1:0] total_sum;
    always_ff @(posedge clk) begin
        if (rst) begin
            sum_stage1 <= '{default:'0};
        end else begin
            for (int i = 0; i < 4; i++) sum_stage1[i] <= sub_filter_out[2*i] + sub_filter_out[2*i+1];
            sum_stage1[4] <= sub_filter_out[8];
        end
    end
    always_ff @(posedge clk) begin
        if (rst) begin
            sum_stage2 <= '{default:'0};
        end else begin
            for (int i = 0; i < 2; i++) sum_stage2[i] <= sum_stage1[2*i] + sum_stage1[2*i+1];
            sum_stage2[2] <= sum_stage1[4];
        end
    end
    always_ff @(posedge clk) begin
        if (rst) begin
            sum_stage3 <= '{default:'0};
        end else begin
            sum_stage3[0] <= sum_stage2[0] + sum_stage2[1];
            sum_stage3[1] <= sum_stage2[2];
        end
    end
    always_ff @(posedge clk) begin
        if (rst) begin
            total_sum <= '0;
        end else begin
            total_sum <= sum_stage3[0] + sum_stage3[1];
        end
    end
    logic [6:0] valid_pipeline;
    always_ff @(posedge clk) begin
        if (rst) valid_pipeline <= '0;
        else     valid_pipeline <= {valid_pipeline[5:0], calc_trigger};
    end
    always_ff @(posedge clk) begin
        if (rst) begin
            dout       <= '0;
            dout_valid <= 1'b0;
        end else begin
            dout_valid <= valid_pipeline[6];  
            if (valid_pipeline[6]) begin      
                logic signed [final_acc_width-1:0] scaled_out;
                logic signed [DATA_WIDTH-1:0] saturated_out;
                scaled_out = total_sum >>> 15; 
                if (scaled_out > MAX_VAL)       saturated_out = MAX_VAL;
                else if (scaled_out < MIN_VAL)  saturated_out = MIN_VAL;
                else                            saturated_out = scaled_out[DATA_WIDTH-1:0];
                dout <= saturated_out;
            end
        end
    end
endmodule
--- flow/run.sh ---
#!/bin/bash
# OpenROAD 26Q1-2900-gdf79404cd8, Yosys 0.63+post, stock flow scripts
make -C /OpenROAD-flow-scripts/flow DESIGN_CONFIG=/design/flow/config.mk WORK_HOME=/design/flow/orfs finish
--- flow/config.mk ---
export PLATFORM = sky130hd
export DESIGN_NAME = polyphase_fir_decimator_63tap
export DESIGN_NICKNAME = polyphase_fir_decimator_63tap
export VERILOG_FILES = /design/flow/design.v
export SDC_FILE = /design/flow/constraint.sdc
export NUM_CORES = 4
export LEC_CHECK = 1
export CORE_UTILIZATION = 40
export SYNTH_HDL_FRONTEND = slang
--- flow/constraint.sdc ---
current_design polyphase_fir_decimator_63tap

set clk_period 72.0
set clk_io_pct 0.2

create_clock -name clk0 -period $clk_period [get_ports {clk}]

set non_clock_inputs [all_inputs -no_clocks]
set_input_delay [expr $clk_period * $clk_io_pct] -clock clk0 $non_clock_inputs
set_output_delay [expr $clk_period * $clk_io_pct] -clock clk0 [all_outputs]
==> reports/metrics.cfg <==
[placed_design]
dpl-instance-area_sq_um=352000
portBuffers=35
gpl.final_weighted_congestion=1.03
hpwlAfterDp_microns=930000
detailedPlace.worstSlack_ns=52.94
placed_instances=40200

[sta]
max_slew.worst_pin.slew_ns=1.02
timing.max_slew.rel_slack_pct=31.5
fin_crit_sh_pct=25.2
timing.final.crit_period_ns=18.15
finalSetupViolCount=0
rsz0062_at_grt=no
fin_setup_tns_ns=0
setup_ws_ns=53.85
clock.fmax_mhz=55.1
timing.clock.skew_ns=0.152
maxSlewViolCount=0
finalHoldViolCount=0

[logic_synthesis]
max_area_cell_share_pct=26.8
yosysWarningCount=0
yosys_most_used_dff=sky130_fd_sc_hd__edfxtp_1
synth.lib_cells_used.distinct=96
synth_seq_share_pct=30.8
synth.ff_latch_count=3684
ys_cells=29100
post_synth_design_cell_area_sq_um=337000
yosys-stat-area_sq_um=337000
enable_flop_cells=3003
ys_async_sr_fraction_pct=0
postSynthCellCount=29100
synth_top_cell_by_area=sky130_fd_sc_hd__edfxtp_1
syn_avg_cell_area_sq_um=11.6
netlist_top_cells_area=sky130_fd_sc_hd__edfxtp_1 (27%), sky130_fd_sc_hd__fa_1 (26%), sky130_fd_sc_hd__ha_1 (17%), sky130_fd_sc_hd__inv_1 (8.1%), sky130_fd_sc_hd__dfxtp_1 (4.0%)
netlist.top_cell.by_instances=sky130_fd_sc_hd__inv_1
post_synth_most_frequent_cells=sky130_fd_sc_hd__inv_1 (7237), sky130_fd_sc_hd__ha_1 (4488), sky130_fd_sc_hd__fa_1 (4307)

[worst_setup_path]
worst_setup_path_start_kind=primary input
critical_path_cell_by_cell=clkdlybuf4s50_1 > nor2b_4 > buf_4 > nand3_1 > nor2_4 > buf_4 > buf_4
worstPathArrival_ns=18.80
regToRegSetupSlack_ns=61.43
reg2reg_depth=37
req_time_crit_path_ns=72.65
worstReg2RegEnd=sub_fir_mac[1].mac_pipe_acc[27]
crit_fanout=38
timing.critical_path.to_type=flip-flop
critical-path-top-cell-by-count=sky130_fd_sc_hd__buf_4
timing.setup.critical_path_class=in -> reg
slowest_delay_ns=0.86
worst_reg2reg_path_startpoint=sub_fir_mac[1].sr_bank_reg[0][5]
critical_path.slowest_cell=sky130_fd_sc_hd__nor2_4

[clock_network]
numClockSinks=3684
clock_tree.htree_level_count=5
ctsRootBufferMaster=sky130_fd_sc_hd__clkbuf_16
cts_tree=done
path_clk_slew_ns=0.06
cts_post_setup_buffers_inserted=0
hold_buffers=0
worst_skew_pair.late_latency_ns=1.13
cts_repair_resize_count=0
cts_buffers=405
ctsLongestPathBuffers=4

[power_and_ir_drop]
vdd_drop_max_mv=0.0237
swShare_pct=25.5
cellLeakagePower_nw=169
comb_power_share_pct=6.5
clkPwrFrac_pct=43.8
powerDensity_nw_per_um2=13.4
internal-power_mw=3.67
sequentialPowerShare_pct=49.8
total_switching_power_mw=1.25

[drt]
wl_per_cell_microns=26.3
drt-total-wl_microns=1080000
via_count=207000
detail_route.vias_per_cell=5.02
detailedRoute.firstIterationViolations=10700
drt-pass1-iter-count=8
final_ant_viol_nets=0
drc_violation_count_after_routing=0

[worst_hold_path]
hold_class=reg -> reg
hold_sp=sr_bank[2][103]
worst_hold_path.endpoint=sub_fir_mac[2].sr_bank_reg[6][7]
worstHoldPathCells=0

[finish]
largest_register_ffs=1680
final_util_pct=43.7
area_growth_pct=8.85
layout-drive-gt1-share_pct=5.46
layout.cell_area.non_filler_sq_um=366000
finalNonFillerCells=41200

[grt]
grt_start_max_net_pins=124
grt_pass1_wl_microns=1540000
grt.total_usage_pct=27.7
global_route.overflow_total=0
grt_antenna_before_repair=226
grt_pass1_vias=216000

[run]
stage_log_warnings=275
max-cap-violations=0

[floorplanning]
row_count=336
core_area_sq_um=838000
initCoreUtil_pct=40.2
die_h_microns=919
design.portCount=36
die.size.x_microns=919
dieArea_sq_um=845000

[status]
outcome=finished, final reports clean

[cells in the final DEF (no fill, tap or decap), drive strengths merged, types with 27 or more instances in the layout]
cell type,instances
a21oi,882
xnor2,733
nor2b,285
o211ai,49
a211oi,123
o21a,159
buf,346
and2,88
a211o,35
nand2,633
or2,63
ha,4488
a21boi,63
nand4,57
a2111oi,27
fa,4307
nor3,245
xor2,499
nand3,175
bufinv,36
o21ai,560
mux2i,196
nor2,1929
a31oi,105
clkinv,166
nor4,31
nand2b,186
clkdlybuf4s50,34
edfxtp,3003
dfxtp,681
mux4,480
inv,7280
or3,74
o31ai,59
diode,151
o41ai,28
clkbuf,492
o21bai,133
a21o,384
and3,338
[logic make-up after synthesis]
family | share of synthesized area [%]
adder cells (fa/ha/maj) | 42.3
buffers and inverters | 8.55
AND/OR/NAND/NOR | 5.78
flip-flops | 30.8
AND-OR/OR-AND | 5.48
XOR/XNOR | 3.22
multiplexers | 3.83
[per-layer routing]
metal	up-vias	global-route usage, %	share of wire [%]
met4	237	12.3	6.1
met1	101000	32.9	35
met2	7741	38.3	42
met3	1865	20.1	17
met5	-	2.50	0.44
li1	95600	-	-
[power groups by stage]
stage	Sequential (mW)	Clock [mW]	Combinational (mW)
4_1_cts	2.45	2.18	0.314
6_report	2.45	2.16	0.320
5_1_grt	2.45	2.26	0.340
[worst max-delay path by stage]
stage / from / end / slack [ns] / cells after the start
after global routing: din_valid / sr_bank[13][76] / 53.87 / 7
final: din_valid / sr_bank[13][73] / 53.85 / 7
after CTS: din_valid / sr_bank[13][73] / 54.04 / 7
[critical path: cells and delay by family]
family	cells	cell delay, ns
simple gates	3	1.66
buf+inv	4	2.57
[through the flow]
| stage | power [mW] | hold WS, ns |
|---|---|---|
| 2_1_floorplan | 2.61 | 0.400 |
| 3_3_place_gp | 2.81 | 0.403 |
| 3_5_place_dp | 2.81 | 0.405 |
| 4_1_cts | 4.95 | 0.367 |
| 5_1_grt | 5.05 | 0.372 |
| 6_report | 4.93 | 0.355 |
[area by class of cell]
class / instances / area (sq um)
diodes: 151 / 378
multi-input cells: 17800 / 204000
repair buffers: 380 / 3030
clock buffers: 492 / 10700
well taps: 11200 / 14000
fillers: 76000 / 471000
inverters: 7241 / 27200
flip-flops and latches: 3684 / 104000
clock inverters: 266 / 3000
Power and IR drop assume default switching activity.
